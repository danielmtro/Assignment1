[design.v]
module debounce #(
  parameter DELAY_COUNTS = 2500   
) (
    input clk, button,
    output reg button_pressed
);
  wire button_sync;  
  synchroniser button_synchroniser (.clk(clk), .x(button), .y(button_sync));
  reg [$clog2(DELAY_COUNTS) -1:0] count;
  reg prev_button;
  always @(posedge clk) begin
      if (button_sync != prev_button) begin
        count <= 0;
      end
      else if (count == DELAY_COUNTS) begin
        count <= count;
      end
      else begin
        count <= count + 1; 
      end
  end
  always @(posedge clk) begin
    if (button_sync != prev_button) begin
      prev_button <= button_sync;
    end
    else begin
      prev_button <= prev_button;
    end
  end
  always @(posedge clk) begin
    if (button_sync == prev_button && count == DELAY_COUNTS) begin
      button_pressed <= prev_button;
    end
    else begin
      button_pressed <= button_pressed; 
    end
  end
endmodule
module display (
    input         clk,
    input  [10:0] value,
    output [6:0]  display0,
    output [6:0]  display1,
    output [6:0]  display2,
    output [6:0]  display3
);
    enum { Initialise, Add3, Shift, Result } next_state, current_state = Initialise;  
    logic init, add, done;  
    logic [3:0] count = 0;  
    always_comb begin : double_dabble_fsm_next_state_logic
        case (current_state)
            Shift:      next_state = (count == 10) ? Result: Add3;  
            Result:     next_state = Initialise;
            Initialise: next_state = Add3;
            Add3:       next_state = Shift;
            default:    next_state = Initialise;                     
        endcase
    end
    always_ff @(posedge clk) begin : double_dabble_fsm_ff
        current_state <= next_state;
        if(current_state == Result)begin
            count <= 0;
        end
        else begin
            count <= (current_state == Shift) ? count + 1 : count;
        end
    end
    always_comb begin : double_dabble_fsm_output
        init = (current_state == Initialise) ? 1 : 0;
        add = (current_state == Add3) ? 1 : 0;
        done = (current_state == Result) ? 1 : 0;
    end
    logic [3:0] digit0, digit1, digit2, digit3;
    seven_seg u_digit0 (.bcd(digit0), .segments(display0));
    seven_seg u_digit1 (.bcd(digit1), .segments(display1));
    seven_seg u_digit2 (.bcd(digit2), .segments(display2));
    seven_seg u_digit3 (.bcd(digit3), .segments(display3));
    logic [3:0]  bcd0, bcd1, bcd2, bcd3;  
    logic [10:0] temp_value;  
    always_ff @(posedge clk) begin : double_dabble_shiftreg
        if (init) begin  
            {bcd3, bcd2, bcd1, bcd0, temp_value} <= {16'b0, value};  
        end
        else begin
            if (add) begin  
                bcd0 <= bcd0 > 4 ? bcd0 + 3 : bcd0;   
                bcd1 <= bcd1 > 4 ? bcd1 + 3 : bcd1;
                bcd2 <= bcd2 > 4 ? bcd2 + 3 : bcd2;
                bcd3 <= bcd3 > 4 ? bcd3 + 3 : bcd3;
            end
            else begin  
                {bcd3, bcd2, bcd1, bcd0, temp_value} <= {bcd3, bcd2, bcd1, bcd0, temp_value} << 1;  
            end
        end
    end
    always_ff @(posedge clk) begin : double_dabble_ff_output
        if (done) begin   
            digit0 <= bcd0;
            digit1 <= bcd1;
            digit2 <= bcd2;
            digit3 <= bcd3;
        end
    end
endmodule
module edge_detect_posneg #(
	  parameter NUM_BITS = 18
	  )(
    input clk,
    input[NUM_BITS - 1:0] SW_pressed,
    output[NUM_BITS - 1:0] SW_edge_det
);
    logic[NUM_BITS - 1:0] button_current;
    logic [NUM_BITS - 1:0] button_prev;
    always_ff @(posedge clk) begin : edge_detect_posneg
        button_current <= SW_pressed;
        button_prev <= button_current;        
    end : edge_detect_posneg
    assign SW_edge_det = (button_prev ^ button_current);
endmodule
module game_logic(
    input clk,
    input [17:0] SW_pressed,
    input logic [17:0] input_num,
	output logic [17:0] ledr_real,
    output logic point_1
);
    logic [17:0] SW_edge_det;
    logic [17:0] mole_hit;
	 logic [17:0] ledr_current;
	 logic [17:0] ledr_next;
	 logic [17:0] previous_input;
	 always_ff @(posedge clk) begin
		previous_input <= input_num;
	 end
	 always_ff @(posedge clk) begin
		if (input_num != previous_input) begin
			ledr_current <= input_num;
		end
		else begin
			ledr_current <= ledr_next;
		end
	 end
	 assign ledr_real = ledr_current;
    edge_detect_posneg u0 ( .clk(clk),
                    .SW_pressed(SW_pressed),
                    .SW_edge_det(SW_edge_det));
    assign mole_hit = (SW_edge_det & ledr_current);
    always_ff @(posedge clk) begin
        if (mole_hit) begin
            point_1 <= 1;
        end
        else begin
            point_1 <= 0;
        end
    end
	 assign ledr_next = (ledr_current & (~mole_hit));
endmodule
module game_logic_tester	(
	input CLOCK2_50,
	input [17:0] SW,
	output [17:0] LEDR,
	output [6:0] HEX0,
	output [6:0] HEX1,
	output [6:0] HEX2,
	output [6:0] HEX3
);
	logic [17:0] SW_pressed;
	logic clk;
	assign clk = CLOCK2_50;
	logic [10:0] score;
	initial score = 0;
	logic point_1;
	logic [17:0] input_num;
	logic [17:0] ledr_next;
	assign input_num = 18'b010000100001000100;
	 genvar i;
    generate
        for(i=0; i<18; i++) begin  : debounce_switches
            debounce d_i (.clk(CLOCK2_50),
                          .button(SW[i]),
                          .button_pressed(SW_pressed[i])
								  );
        end : debounce_switches
    endgenerate
	 display display_1 (	.clk(clk),
								.value(score),
								.display0(HEX0),
								.display1(HEX1),
								.display2(HEX2),
								.display3(HEX3)
								);
	 game_logic game_logic (	.clk(clk),
										.SW_pressed(SW_pressed),
										.input_num(input_num),
										.point_1(point_1),
										.ledr_real(LEDR)
									);
	 always_ff @(posedge clk) begin
		if (point_1) begin
			score <= score + 1;
		end
		else begin 
			score <= score;
		end
	 end 
endmodule
module seven_seg (
    input      [3:0]  bcd,
    output reg [6:0]  segments  
);
    always @(*) begin
        case (bcd)
        4'd9: segments = 7'b0010000;
        4'd8: segments = 7'b0000000;
        4'd7: segments = 7'b1111000;
        4'd6: segments = 7'b0000010;
        4'd5: segments = 7'b0010010;
        4'd4: segments = 7'b0011001;
        4'd3: segments = 7'b0110000;
        4'd2: segments = 7'b0100100;
        4'd1: segments = 7'b1111001;
        4'd0: segments = 7'b1000000;
        default: segments = 7'b1111111;
        endcase
    end 
endmodule
module synchroniser (input clk, x, output y);
    reg x_q0, x_q1;
    always @(posedge clk)
    begin
        x_q0 <= x;     
        x_q1 <= x_q0;  
    end
    assign y = x_q1;
endmodule
[run.sh]
#!/bin/bash
# OpenROAD 26Q1-2900-gdf79404cd8, Yosys 0.63+post, stock flow scripts
make -C /OpenROAD-flow-scripts/flow DESIGN_CONFIG=/design/flow/config.mk WORK_HOME=/design/flow/orfs finish
[config.mk]
export PLATFORM = sky130hd
export DESIGN_NAME = game_logic_tester
export DESIGN_NICKNAME = game_logic_tester
export VERILOG_FILES = /design/flow/design.v
export SDC_FILE = /design/flow/constraint.sdc
export NUM_CORES = 4
export LEC_CHECK = 1
export CORE_UTILIZATION = 40
export SYNTH_HDL_FRONTEND = slang
[constraint.sdc]
current_design game_logic_tester

set clk_period 4.2
set clk_io_pct 0.2

create_clock -name clk0 -period $clk_period [get_ports {CLOCK2_50}]

set non_clock_inputs [all_inputs -no_clocks]
set_input_delay [expr $clk_period * $clk_io_pct] -clock clk0 $non_clock_inputs
set_output_delay [expr $clk_period * $clk_io_pct] -clock clk0 [all_outputs]
==> Slide: Implementation Results <==
Flow Results at a Glance

Clocking
  • Number of CTS-inserted buffers: 47
  • Cell at the root of the clock tree: clkbuf_16
  • Maximum number of buffers from clock root to sink: 3
  • Source-to-sink clock delay at the later pin of the worst-skew pair: 550 ps
  • CTS H-Tree Depth: 2
  • Post-cts resize count: 0
  • Number of setup buffers added after CTS: 0
  • Clock net sink count: between 400 and 500
  • Worst-path clk slew: 60 ps
  • Clock tree from TritonCTS: yes
  • Hold buffers post-CTS: 0

Synthesis
  • Area share of the leading cell type in the synthesized netlist: 41.9%
  • Area leader, netlist: dfxtp_1
  • Top cell types by occurrence after synthesis: 357 x dfxtp_1, 276 x nor2_1, 110 x xnor2_1
  • Register bit count reported by yosys: between 400 and 500
  • Average instance area after synthesis: between 9 and 10 um^2
  • FFs w/ async S/R, synth: 0%
  • Dominant register cell in the synthesized netlist: dfxtp_1
  • Number of warnings issued by yosys: 0
  • EDFF count, synth: 74
  • Cells after synthesis: about 1700
  • Cell count in the Yosys report: 1713
  • Ranking of synthesized cells by area: dfxtp_1 42%, edfxtp_1 13%, nor2_1 6.1%
  • Top-count cell post-synth: dfxtp_1
  • Chip area from the yosys synthesis statistics: 17000 um^2
  • Sequential element share of the synthesized area: 55.0%
  • Area of the mapped netlist: approximately 17000 um^2
  • Unique cell type count in the Yosys netlist: 48

Critical path
  • Worst reg2reg setup slack: 1870 ps
  • Beginning of the worst register-to-register path: display_1.current_state[0]
  • Highest net fanout along the worst path: 33
  • WP data required: 4630 ps
  • CP Capture Point: display_1.u_digit1.segments[3]
  • Class of the most critical setup path: reg -> reg
  • R2R Path End: display_1.u_digit1.segments[3]
  • CP Data Arrival Time: about 2800 ps
  • Depth of the most critical reg-to-reg path: 6
  • Setup crit start: display_1.current_state[0]
  • Kind of end point of the critical path: flop
  • Startpoint type of the worst setup path: flop

Power
  • Static leakage power: between 0.007 and 0.008 uW
  • Clock share of power: ~43%
  • Cell-internal power: about 6900 uW
  • Power per cell area: 451 nW/um^2
  • Fraction of power consumed by combinational cells: 5.9%
  • Switching power as a share of total power: a little under a quarter
  • Switching power of the nets: 2030 uW
  • Sequential share of power: 50.7%
  • Maximum ir drop on the vdd rail: 0.000294 V

Timing
  • Final tally of hold violations: 0
  • Transition time at the pin with the least slew margin: roughly 660 ps
  • Final count of negative-setup-slack endpoints: 0
  • Total negative slack: 0 ps
  • Tcrit/Tclk final: 55.5%
  • Worst Skew: 7.88 ps
  • Clock period minus final worst setup slack: 2330 ps
  • Final critical-path setup slack: between 1500 and 2000 ps
  • Setup repair after global routing missed its margin: no
  • Final tally of max-slew violations: 0
  • Maximum clock frequency: 0.429 GHz
  • Slew headroom: 56.1%

Global routing
  • Number of global-route vias before repair: roughly 10000
  • Total global routing track utilization: 12.8%
  • GRT Residual Overflow: 0
  • Pin count of the biggest net entering global routing: 34
  • Initial antenna violation count: 0
  • First-pass GRT wire length: 46.3 mm

Drt
  • DRC: 0
  • Via total after detailed routing: 11300
  • Routed wire length: about 26 mm
  • Routed len/inst: 10.9 um
  • Via-to-Cell Ratio: 4.75
  • Number of nets with antenna violations after detailed routing: 0
  • Initial DRC count: approximately 510
  • Drt pass-1 iters: 5
  • Antenna diode instance count: 0

Floorplan
  • Core Util at FP: between 40% and 50%
  • Height of the die: approximately 210 um
  • Horiz. Die Dim: around 210 um
  • Count of boundary I/O pins: 65
  • Die outline area: 43400 um^2
  • Number of placement rows: 75
  • Area of the core: 41900 um^2

Min path
  • Hold Crit Class: reg -> reg
  • Hold_sp: debounce_switches[7].d_i.button_synchroniser.x_q0

Flow run
  • Tool warning count: 47
  • Maximum capacitance violations: 0

Final layout
  • Share of final-layout standard cells stronger than drive strength 1: 6.55%
  • Post-layout instance count excluding filler cells: about 2400
  • Area growth syn-to-layout: 16.4%
  • Layout filler cell count: approximately 3700

Placed design
  • Final HPWL from detailed placement: 16.9 mm
  • Instance count after placement with tap cells included: 2301
  • Gpl congestion: slightly above 0.8
  • Place WS: 1820 ps
  • I/O Buffers: roughly 64

Outcome
  • Result of the run: finished, final reports clean
power by group through the flow:
stage                 logic (uW)  registers (uW)  clock network (uW)
final                        524            4540                3880
after global routing         619            4560                4220
after CTS                    535            4540                4050
cell families after synthesis:
family                   count (synthesis)  share of synthesized area [%]
adder cells (fa/ha/maj)                 46                           3.38
buffers and inverters                  110                           2.57
flip-flops                             431                           55.0
AND/OR/NAND/NOR                        710                           20.2
AND-OR/OR-AND                          179                           6.04
multiplexers                            28                           2.10
XOR/XNOR                               209                           10.7
sequential cells by signal, indices dropped and copies added, names as in the netlist, 18 cells and up:
name,cells
debounce_switches.d_i.count,216
debounce_switches.d_i.button_pressed,18
debounce_switches.d_i.button_synchroniser.x_q0,18
debounce_switches.d_i.button_synchroniser.y,18
debounce_switches.d_i.prev_button,18
game_logic.ledr_real,18
game_logic.u0.button_current,18
game_logic.u0.button_prev,18
cell type report:
| class | instances | area (um^2) | share of cell area [%] |
|---|---|---|---|
| clock buffer | 66 | 1360 | 6.86 |
| clock inverter | 20 | 121 | 0.612 |
| inverter | 75 | 282 | 1.42 |
| multi-input combinational | 1172 | 7230 | 36.5 |
| sequential | 431 | 9370 | 47.2 |
| tap | 539 | 674 | 3.40 |
| timing repair buffer | 84 | 791 | 3.99 |
worst min-delay path by stage:
stage	end	slack, ps	cells past startpoint
CTS	debounce_switches[7].d_i.button_synchroniser.y	330	0
global route	debounce_switches[0].d_i.button_synchroniser.y	330	0
finish	debounce_switches[7].d_i.button_synchroniser.y	320	0
placed cells by master, fill, tap and decap left out, types with 5 or more instances in the layout:
cell type        instances
a21oi_1                 65
a22o_1                   5
a22oi_1                  5
a31oi_1                 12
and2_1                  17
and3_1                  54
and4_1                  13
buf_4                   20
clkbuf_1                11
clkbuf_16               50
clkbuf_8                 5
clkdlybuf4s50_1         64
clkinv_1                 6
clkinv_2                12
dfxtp_1                357
edfxtp_1                74
ha_1                    46
inv_1                   74
mux2_2                  10
mux2i_1                 10
nand2_1                 95
nand2b_1                19
nand3_1                107
nand4_1                 32
nor2_1                 276
nor3_1                  37
nor4b_1                 17
o21ai_0                 56
o21ai_1                  8
o21bai_1                 5
o22ai_1                 10
or3_1                   21
xnor2_1                110
xor2_1                  99
through the flow:
stage | instance area, um^2 | utilization, % | power (uW) | hold WS, ps
2_1_floorplan | 17000 | - | 4990 | 310
3_3_place_gp | 18400 | 43.7 | 5140 | 310
3_5_place_dp | 18400 | 43.7 | 5150 | 313
4_1_cts | 19800 | 47.3 | 9120 | 327
5_1_grt | 19800 | 47.3 | 9410 | 332
6_report | 19800 | 47.3 | 8940 | 324
routing by layer:
metal  vias up  routed length [um]  global-route usage [%]
met5         -                   0                       0
met4         0                 611                    2.78
met3        53                1350                    3.37
met2       150               10700                    18.7
met1      5082               13400                    19.9
li1       6057                   -                       -
critical path, cell delays in order, from the launching register on:
cell and delay [ps]:
dfxtp_1 740, nand2_8 310, inv_2 450, o21ai_1 260
a31oi_1 250, o21a_1 150, nor2_1 30
No activity file was given, so power comes from the tool's default toggle rates.
